## ./config.mk

```make
export PLATFORM = sky130hd
export DESIGN_NAME = adder4bit
export DESIGN_NICKNAME = adder4bit
export VERILOG_FILES = /design/flow/design.v
export SDC_FILE = /design/flow/constraint.sdc
export NUM_CORES = 4
export LEC_CHECK = 1
export CORE_AREA = 10 10 70 70
export DIE_AREA = 0 0 80 80
```

## ./constraint.sdc

```tcl
current_design adder4bit

set clk_period 3.0
set clk_io_pct 0.2

create_clock -name clk0 -period $clk_period

set non_clock_inputs [all_inputs -no_clocks]
set_input_delay [expr $clk_period * $clk_io_pct] -clock clk0 $non_clock_inputs
set_output_delay [expr $clk_period * $clk_io_pct] -clock clk0 [all_outputs]
```

## ./design.v

```verilog
module adder4bit ( 
input logic [3:0] ina, inb,
input logic carry_in,
output logic carry_out,
output logic [3:0] sum_out
);
wire [4:0] temp;
        assign temp = ina + inb + carry_in;
        assign carry_out = temp[4];
        assign sum_out = temp [3:0];
endmodule
```

## ./run.sh

```bash
#!/bin/bash
# OpenROAD 26Q1-2900-gdf79404cd8, Yosys 0.63+post, stock flow scripts
make -C /OpenROAD-flow-scripts/flow DESIGN_CONFIG=/design/flow/config.mk WORK_HOME=/design/flow/orfs finish
```

==> reports/summary.rpt <==
========================================================================================
Result of the run                                                           finished, final reports clean
Share of layout cells above drive strength 1                                       10.0%
Total die size                                                                  6400 µm²
Worst-Margin Slew                                                               0.149 ns
Commonest non-fill, non-tap cells in the layout                             sky130_fd_sc_hd__clkdlybuf4s50_1, sky130_fd_sc_hd__inv_1, sky130_fd_sc_hd__ha_1, sky130_fd_sc_hd__dlygate4sd2_1
Type of the most critical hold path                                               in2out
Hold Worst Slack                                                                 2.06 ns
Number of iterations in the first detailed-routing pass                                1
Layout Area Growth over Synthesis                                                   138%
Startpoint of the lowest-slack hold path                                          ina[0]
Critical path peak fanout                                                              2
Sort of element at the end of the critical path                             primary output
Headroom to the max-slew limit                                                     90.0%
Remaining DRCs                                                                         0
Top Ports                                                                             14
Flop area                                                                          0 µm²
Maximum vdd drop                                                               0.0190 mV
Post-detailed-routing wire length                                                 526 µm
Core outline area                                                               3420 µm²
Site row count                                                                        21
Number of diodes added for antenna fixing                                              0
Via count of the first global-routing pass                                           173
Minimum clock period                                                             2.87 ns
Chip area line of the yosys report                                               144 µm²
Max Cap Violations                                                                     0
CTS-repair resized insts                                                               6
Worst Hold Path Cells                                                                  3
Grt total ovfl                                                                         0
Mapped Area                                                                      144 µm²
Final cell utilization of the core                                                 10.0%
Post-CTS Setup Bufs                                                                    0
Total Neg Setup Slack                                                               0 ns
Number of clock buffers in the layout                                                  0
Power per Cell Area                                                           166 nW/µm²
Routed wirelength normalized by instance count                                   6.92 µm
Final HPWL from detailed placement                                                489 µm
Placer congestion estimate                                                         0.761
Number of sequential storage elements                                                  0
RSZ-0062 raised after global routing                                               false
Class of the most critical setup path                                             in2out
Pleak                                                                           0.137 nW
Area contributors post-synth                                                sky130_fd_sc_hd__fa_1, sky130_fd_sc_hd__ha_1, sky130_fd_sc_hd__xnor2_1, sky130_fd_sc_hd__inv_1, sky130_fd_sc_hd__a21oi_2
Finish-stage setup viols                                                               0
Hold Buf Count CTS                                                                     0
Setup crit start kind                                                          input pin
Routed via count                                                                     154
Yosys Instances                                                                       16
Count of buffers inserted at the top-level ports                                      14
Core Util at FP                                                                    4.21%
Initial DRC count                                                                      0
Highest-count logic cell in the final layout                                sky130_fd_sc_hd__clkdlybuf4s50_1
WP data required                                                                 2.40 ns
All-layer global routing usage                                                     1.57%
Number of instances in the synthesized netlist                                        16
Final Max-Slew Violation Tally                                                         0
Filler cell count in the final layout                                                404
Share of Yosys cell area claimed by the top area cell type                         27.8%
Hold EP                                                                       sum_out[0]
Part of the Yosys area used for sequential elements                                   0%
Stage-log warning count                                                               35
Number of hold-slack violations in the final timing report                             0
Number of cells in the finished layout apart from fillers                             76
Post-placement cell count                                                             76
Peak clock frequency supported by timing                                         348 MHz
Number of vias per cell after detailed routing                                      2.03
Die height                                                                         80 µm
Post-synthesis average cell area                                                8.99 µm²
Cell type with the largest total area                                       sky130_fd_sc_hd__fa_1
Pin count of the biggest net entering global routing                                   4
Global-route wire length before repair                                            814 µm
Horizontal die size                                                                80 µm
Antenna violations before repair                                                       0
Overall Power                                                                0.0000570 W
Distinct lib cells                                                                     9
CP Data Arrival Time                                                             2.27 ns
Synth Warn #                                                                           0
Portion of the clock cycle consumed by the worst path in the final layout          95.7%
Antenna Violating Nets Remaining                                                       0
========================================================================================
[cell type report]
cell class	instances	area, µm²	area share, %
tap	46	57.6	16.8
multi-input combinational	12	134	39.1
inverter	4	15.0	4.38
timing repair buffer	14	136	39.8
[synth_stat cells]
master and instances:
sky130_fd_sc_hd__o21ai_0 1, sky130_fd_sc_hd__ha_1 3, sky130_fd_sc_hd__xnor2_1 2, sky130_fd_sc_hd__nand2b_1 1
sky130_fd_sc_hd__inv_1 4, sky130_fd_sc_hd__nor2b_1 1, sky130_fd_sc_hd__a21o_1 1, sky130_fd_sc_hd__fa_1 2
sky130_fd_sc_hd__a21oi_2 1
[worst max-delay path, stage by stage]
cell and delay, ns:
sky130_fd_sc_hd__dlygate4sd2_1 0.25, sky130_fd_sc_hd__fa_2 0.39, sky130_fd_sc_hd__inv_1 0.09, sky130_fd_sc_hd__fa_2 0.43, sky130_fd_sc_hd__inv_1 0.06, sky130_fd_sc_hd__clkdlybuf4s50_1 0.46
[power by group]
part           switching [W]  leakage [nW]  internal [W]
clock network              0             0             0
registers                  0             0             0
logic              0.0000171         0.137     0.0000399
[routing by layer]
layer	vias to the layer above	wire length (µm)	global-route usage [%]
li1	78	-	-
met1	64	181	1.65
met2	12	170	2.17
met3	0	173	1.82
met4	0	0	0
met5	-	0	0
[per-stage QoR]
step / worst slack [ns] / instance area (µm²)
floorplan: 0.880 / 144
global placement: -0.0672 / 342
detailed placement: -0.0840 / 342
CTS: 0.119 / 343
global route: 0.0478 / 343
finish: 0.129 / 343
[cells by family after synthesis]
family	synth area share, %
AOI/OAI and AO/OA	14.8
xor gates and xnor gates	12.2
adders and majority gates	53.9
buffers and inverters	10.4
and+or+nand+nor	8.70
[worst max path at each step]
stage,from,end
global route,inb[1],sum_out[3]
finish,carry_in,sum_out[1]
CTS,carry_in,sum_out[1]
Power figures rest on the tool's default switching activity, not on a simulated workload.
