===== design/flow/run.sh =====
#!/bin/bash
# OpenROAD 26Q1-2900-gdf79404cd8, Yosys 0.63+post, stock flow scripts
make -C /OpenROAD-flow-scripts/flow DESIGN_CONFIG=/design/flow/config.mk WORK_HOME=/design/flow/orfs finish

===== design/flow/config.mk =====
export PLATFORM = sky130hd
export DESIGN_NAME = slsr
export DESIGN_NICKNAME = slsr
export VERILOG_FILES = /design/flow/design.v
export SDC_FILE = /design/flow/constraint.sdc
export NUM_CORES = 4
export LEC_CHECK = 1
export CORE_AREA = 10 10 70 70
export DIE_AREA = 0 0 80 80

===== design/flow/constraint.sdc =====
current_design slsr

set clk_period 1.5
set clk_io_pct 0.2

create_clock -name clk0 -period $clk_period [get_ports {clk}]

set non_clock_inputs [all_inputs -no_clocks]
set_input_delay [expr $clk_period * $clk_io_pct] -clock clk0 $non_clock_inputs
set_output_delay [expr $clk_period * $clk_io_pct] -clock clk0 [all_outputs]

===== design/flow/design.v =====
module slsr(sl, sr, din, clk, reset, Q);
input sl, sr, din, clk, reset;
output [7:0] Q;
logic [7:0] temp_reg;
assign Q = temp_reg;
always @(posedge clk or posedge reset) begin
if(reset)
	temp_reg <= 8'b0;
else if (sr == 1)
	temp_reg <= {din,temp_reg[7:1]};
else if (sl == 1)
	temp_reg <= {temp_reg[6:0],din};
else
	temp_reg <= temp_reg;
end
endmodule

==> results.yml <==
# generated from flow reports
finish:
  fin_cells: 97
  drive_gt1_frac: 0.118
  largest_reg_flops: 8
  area_growth_pct: 57.1
detailed_routing:
  finalWirelength_microns: 898
  n_antenna_cell: 0
  routedWlPerCell_microns: 9.26
  drt_pass1_iterations: 2
  antenna_left: 0
  dr_total_vias: 288
  routed_via_density: 2.97
  drt_iter0_drc: 30
  drc: 0
final_timing:
  skew_ns: 0.00307
  finalMaxSlewViolations: 0
  min_period_ns: 1.44
  finalHoldViolations: 0
  rsz0062_at_grt: "false"
  finalCritPeriodShare: 0.961
  tns_ns: 0
  slew_headroom: 0.807
  fmax_ghz: 0.694
  worst_pin_slew_ns: 0.289
  setup_viol: 0
synth:
  area_leaders: "dfrtp_1 53%, mux2i_1 21%, o21ai_1 11%"
  yosys_cells: 35
  synth_cell_type_count: 6
  yosys_warnings: 1
  yosys.stat.seqShare: 0.532
  yosys_area_sq_um: 377
  ys.flops: 8
  syn_area_sq_um: 377
  synth_top_area_share: 0.532
  syn_area_per_cell_sq_um: 10.8
  syn_inst: 35
  top_area_cell: "dfrtp_1"
grt:
  antenna_found_initial: 0
  grt_pass1_wl_microns: 1490
  grt_pass1_vias: 304
  overflow: 0
  grt_use_total: 0.0305
  grt_max_degree: 17
floorplanning:
  die_h_microns: 80
  floorplan.core_util: 0.110
  core-area_sq_mm: 0.00342
  dieWidth_microns: 80
  die_area_sq_mm: 0.00640
  rows: 21
  io_pins: 13
placed_design:
  place.port_buffers: 12
  place_inst: 93
  dp_hpwl_microns: 714
  gp_congestion: 0.725
worst_setup_path:
  critPathBufInv: 1
  critical_path.startpoint_type: "flip-flop"
  endpoint_kind: "primary output"
  critPathArrivalTime_ns: 1.14
  cp_top_family: "buffers and inverters"
  cp_slowest_stage_delay_ns: 0.50
  crit_chain: "clkdlybuf4s50_1"
  cp.required_ns: 1.20
  cp_max_fo: 4
  regToRegSetupSlack_ns: 0.74
  crit_slowest_cell: "clkdlybuf4s50_1"
  critPathKind: "reg -> out"
clock_tree:
  clkTransAtPathRegs_ns: 0.05
  htreeDepth: 1
  clock-sinks: 8
  cts_hold_buf: 0
  cts_buffer_depth: 2
  cts_buffers: 3
  cts_tree: "yes"
  insertion_delay_ns: 0.25
  clock-root-buffer: "clkbuf_4"
power_and_ir_drop:
  ir_drop_mv: 0.256
  leakagePower_nw: 0.269
  power_density_mw_per_mm2: 1020
run_status:
  status: "finished clean"
hold_path:
  hold_path_class: "in -> async"
run:
  tool_warnings: 25
  cap_violations: 0
Yosys cell counts:
cell type,instances
nand2_1,8
inv_1,1
o21ai_1,8
dfrtp_1,8
buf_6,2
mux2i_1,8
final timing paths:
check / from / depth (start not counted) / end
hold / removal: reset / 2 / temp_reg[5]
min in group clk0: temp_reg[7] / 2 / temp_reg[6]
setup reg to reg: temp_reg[2] / 3 / temp_reg[1]
max in group asynchronous: reset / 2 / temp_reg[1]
setup / recovery: temp_reg[1] / 1 / Q[1]
hold reg to reg: temp_reg[7] / 2 / temp_reg[6]
layer usage:
layer | vias to the layer above | track usage | wire length (microns)
met3 | 0 | 0.0261 | 142
li1 | 150 | - | -
met4 | 0 | 0.00176 | 0
met2 | 10 | 0.0433 | 418
met5 | - | 0 | 0
met1 | 128 | 0.0357 | 337
layout make-up:
type,instances,area (sq um)
fillers,383,2820
flip-flops and latches,8,200
repair buffers,15,158
multi-input cells,24,150
well taps,46,57.6
clock buffers,3,22.5
inverters,1,3.75
stage by stage:
stage	utilization	cell area [sq um]	power, W	hold WS, ns	worst slack, ns
final	0.173	592	0.000605	0.284	0.0590
after detailed placement	0.164	559	0.000447	0.513	0.155
after CTS	0.170	582	0.000616	0.293	0.0305
after global placement	0.164	559	0.000444	0.501	0.174
after floorplan	-	377	0.000338	0.116	0.724
after global routing	0.173	592	0.000655	0.309	0.00750
power breakdown:
group	switching [W]	internal (W)	total (W)
clock network	0.0000710	0.0000914	0.000162
logic	0.0000460	0.000108	0.000154
registers	0.0000355	0.000253	0.000288
what timing repair did:
item / in CTS / in global routing
endpoints found under the setup margin: 0 / 1
gates resized: 0 / 1
buffers inserted: 0 / 1
layout by cell type, fill, tap and decap left out, drive strengths merged:
cell type       n
o21ai           8
dfrtp           8
nand2           8
buf             3
inv             1
mux2i           8
clkbuf          3
clkdlybuf4s50  11
dlymetal6s2s    1
cells by family after synthesis:
logic type             after synthesis  synth area share
AND-OR/OR-AND                        8             0.106
AND/OR/NAND/NOR                      8            0.0797
multiplexers                         8             0.213
flip-flops                           8             0.532
buffers and inverters                3            0.0698
No activity file was given, so power comes from the tool's default toggle rates.
