==> /design/flow/design.v <==
module register_design(
input logic [15:0]wdata,
input logic sel,
input logic wr,
input logic clk,
input logic reset,
input logic [1:0] addr,
output logic [15:0] rdata
);
reg [15:0] mem [3:0];  
always_ff @ (posedge clk) begin
	if(reset)
		rdata <= 16'b0; 
	else if(sel && wr)
		mem[addr] <= wdata;
	else if(sel)
		rdata <= mem[addr];
end
endmodule
==> /design/flow/run.sh <==
#!/bin/bash
# OpenROAD 26Q1-2900-gdf79404cd8, Yosys 0.63+post, stock flow scripts
make -C /OpenROAD-flow-scripts/flow DESIGN_CONFIG=/design/flow/config.mk WORK_HOME=/design/flow/orfs finish
==> /design/flow/config.mk <==
export PLATFORM = sky130hd
export DESIGN_NAME = register_design
export DESIGN_NICKNAME = register_design
export VERILOG_FILES = /design/flow/design.v
export SDC_FILE = /design/flow/constraint.sdc
export NUM_CORES = 4
export LEC_CHECK = 1
export CORE_UTILIZATION = 40
==> /design/flow/constraint.sdc <==
current_design register_design

set clk_period 4.6
set clk_io_pct 0.2

create_clock -name clk0 -period $clk_period [get_ports {clk}]

set non_clock_inputs [all_inputs -no_clocks]
set_input_delay [expr $clk_period * $clk_io_pct] -clock clk0 $non_clock_inputs
set_output_delay [expr $clk_period * $clk_io_pct] -clock clk0 [all_outputs]
==> run summary <==
run metrics: outcome=finished, final reports clean, worst-margin pin slew=854.3 ps, fraction of layout cells with a size suffix above 1=10.80%, yosys stat chip area=2913 um^2, final setup fails=0, Top cells excl fill/tap=edfxtp_1, clkdlybuf4s50_1, mux2i_1, Post-Syn Area=2913 um^2, CP max FO=16, cycle use final=53.64%, Resized cells post-CTS=0, cells in synth_stat.txt=164, global-route usage over all layers=14.95%, Post-CTS Hold Buffers=0, input/output buffers=37, initial antenna violation count=0, WP data required=4890 ps, die height=87.34 um, First-pass DRT Iterations=6, diode count=0, Top cells by area=edfxtp_1, dfxtp_1, mux2i_1, CP Class=in -> reg, Post-Place Cells=293, clk latency late pin=~350 ps, Iter 0 DRT Violations=60, average vias per placed instance=slightly below 5, Synth flops=around 80, R2R Setup Slk=3620 ps, number of global-route vias before repair=~1.5k, clock skew=roughly 8 ps, syn avg cell area=17.76 um^2, Detail Placement HPWL=2985 um, worst vdd ir=0.2005 mV, Vias=roughly 1.5k, H-tree depth=3, Chip Area=7627 um^2, HP Start=rdata[11], Non-Filler Instances=about 310, Clock Sinks=80, row cnt=30, CTS Buffer Depth=2, Critical Path, Cell by Cell=clkdlybuf4s50_1 > or4b_1 > o22ai_1 > a21o_1, post-CTS setup buffers=0, first-pass GRT wire length=around 7700 um, crit path time final=2468 ps, crit path DAT=2760 ps, Pwr Density=about 400 nW/um^2, Hold EP=rdata[11], io pins=38, pin count of the biggest net entering global routing=21, cell count of the worst reg-to-reg path=3, Yosys cell types=21, synthesis-to-layout area growth=23.54%, Hold Crit Class=reg -> reg, Root Driver=clkbuf_8, critical path capture point type=flip-flop, Worst setup SP type=primary input, CP max stage delay=910 ps, Die X=slightly below 90 um, FMAX=405.3 MHz, routed len/inst=roughly 16 um, RR Startpoint=mem[1][10], share of the synthesized area in the top cell type=65.98%, Crit path buffers/inverters=1, Worst R2R End=rdata[10], Tool Warnings=25, RSZ-0062 raised after global routing=no, TritonCTS clock tree=yes, final wirelength=5032 um, Mapped Cells=164, LEAKAGE=1.381 nW, Congestion Overflow GR=0, core box area=6907 um^2, remaining routing DRC violations=0, TNS Setup=0 ps, CP top delay family=simple AND/OR/NAND/NOR gates, Final Hold Viols=0, leading area contributor after synthesis=edfxtp_1, max cap viols=0, post-synthesis sequential area ratio=76.98%, yosys warns=1, Slew Viols, Final=0, Top cell excl fill/tap=edfxtp_1, Hold Path Depth=1, slowest cell on the critical path=or4b_1, CTS Buf Count=9, Post-DRT Antenna Nets=0, Worst-path clk slew=about 70 ps, WHS=457.7 ps, Final Wtd Congestion=0.7658, Init Core Util=42.17%, Slew HR=42.72%
[flip-flops by register name, summed over array words and instances, names as in the netlist]
name,count
mem,64
rdata,16
[final cells by class]
type                    instances  area, um^2
clock inverters                 4       70.07
repair buffers                 42       402.9
flip-flops and latches         80        2242
inverters                       1       3.754
fillers                       566        3308
well taps                      96       120.1
multi-input cells              74       624.3
clock buffers                  12       135.1
[cells by family (layout without fill, tap and decap cells)]
family	after synthesis	in the layout	synth area share, %
compound gates	32	32	7.560
flops	80	80	76.98
mux	32	32	11.00
buf+inv	10	59	2.105
simple gates	10	10	2.362
[synthesized netlist by cell type]
cell and instances:
a211o_1 1, a21o_1 15, a21oi_1 1, and4_2 1, buf_1 1, buf_2 4
buf_6 1, buf_8 1, clkbuf_1 2, dfxtp_1 16, edfxtp_1 64, inv_1 1
mux2i_1 32, nand2_1 1, nand4bb_1 1, nor2_1 2, nor2b_1 1, nor3_1 1
nor3b_1 2, o22ai_1 15, or4b_1 1
[metal layers]
layer,global-route usage (%),routed length (um),up-vias
met3,5.192,272,10
met1,21.66,2148,742
met5,0,0,-
met2,23.93,2496,46
li1,-,-,734
met4,2.832,114,0
[stage by stage]
| step | util [%] | total power [W] | setup slack, ps | instance area, um^2 |
|---|---|---|---|---|
| after CTS | 52.10 | 0.001431 | 2118 | 3598 |
| after global routing | 52.10 | 0.001465 | 1956 | 3598 |
| final | 52.10 | 0.001420 | 2132 | 3598 |
| after floorplan | - | 0.0008555 | 1376 | 2913 |
| after global placement | 49.13 | 0.0009022 | 1801 | 3393 |
| after detailed placement | 49.13 | 0.0009043 | 1749 | 3393 |
[worst max-delay path by stage]
stage                 slack (ps)     from  endpoint  depth (start not counted)
after global routing        1960  addr[1]  rdata[9]                          4
after CTS                   2120  addr[1]  rdata[5]                          4
final                       2130  addr[1]  rdata[5]                          4
[worst register-to-register path, cell delays in order (launching register included)]
cell and delay [ps]:
edfxtp_1 380, mux2i_1 200, o22ai_1 110, a21o_1 190
[where the power goes]
group,switching (W),leakage [nW],internal (W)
clock network,0.000228,0.104,0.000304
registers,0.00000681,0.709,0.000799
logic,0.0000343,0.568,0.0000465
total,0.000269,1.38,0.00115
Power and IR drop assume default switching activity.
